### flow/design.v
module tpumac
 #(
    parameter BITS_AB=8,
    parameter BITS_C=16
  )
  (
    input clk, rst_n, WrEn, en,
    input signed [BITS_AB-1:0] Ain,
    input signed [BITS_AB-1:0] Bin,
    input signed [BITS_C-1:0] Cin,
    output reg signed [BITS_AB-1:0] Aout,
    output reg signed [BITS_AB-1:0] Bout,
    output reg signed [BITS_C-1:0] Cout
  );
  always_ff @(posedge clk, negedge rst_n) begin
    if (!rst_n) begin
      Aout <= '0;
      Bout <= '0;
      Cout <= '0;
    end else begin
      if (WrEn) begin
        Cout <= Cin;
      end else if (en) begin
        Aout <= Ain;
        Bout <= Bin;
        Cout <= (Ain * Bin) + Cout;
      end
    end
  end
endmodule
### flow/run.sh
#!/bin/bash
# OpenROAD 26Q1-2900-gdf79404cd8, Yosys 0.63+post, stock flow scripts
make -C /OpenROAD-flow-scripts/flow DESIGN_CONFIG=/design/flow/config.mk WORK_HOME=/design/flow/orfs finish
### flow/config.mk
export PLATFORM = sky130hd
export DESIGN_NAME = tpumac
export DESIGN_NICKNAME = tpumac
export VERILOG_FILES = /design/flow/design.v
export SDC_FILE = /design/flow/constraint.sdc
export NUM_CORES = 4
export LEC_CHECK = 1
export CORE_UTILIZATION = 40
### flow/constraint.sdc
current_design tpumac

set clk_period 5.9
set clk_io_pct 0.2

create_clock -name clk0 -period $clk_period [get_ports {clk}]

set non_clock_inputs [all_inputs -no_clocks]
set_input_delay [expr $clk_period * $clk_io_pct] -clock clk0 $non_clock_inputs
set_output_delay [expr $clk_period * $clk_io_pct] -clock clk0 [all_outputs]
==> impl_metrics.env <==
# implementation run metrics
export IMPL_status="complete, no violations"
export IMPL_ys_flops=32
export IMPL_drv_cap=0
export IMPL_synth_top_cell_area_share_pct=33.9
export IMPL_final_comb_area_sq_um=3070
export IMPL_fin_ws_ps=253
export IMPL_die_width_um=104
export IMPL_report_final_hold_viol_count=0
export IMPL_criticalPathCategory="in2reg"
export IMPL_grt_pass1_vias=3146
export IMPL_dp_hpwl_mm=7.31
export IMPL_wl_per_cell_um=13.3
export IMPL_cts_max_level=2
export IMPL_arrival_ps=5820
export IMPL_drc=0
export IMPL_seqPwrFrac_pct=10.0
export IMPL_fp_util_pct=41.0
export IMPL_synth_cell_types=34
export IMPL_clk_pin_slew_ps=70
export IMPL_dpl_instance_area_sq_um=5320
export IMPL_finalSetupViolCount=0
export IMPL_rsz0062_at_grt="no"
export IMPL_die_height_um=104
export IMPL_track_usage_pct=17.9
export IMPL_cts_resized=0
export IMPL_leakage_nw=2.65
export IMPL_grt_max_degree=33
export IMPL_ant_nets=0
export IMPL_core_area_sq_um=10200
export IMPL_topCellsByArea="fa_1, dfrtp_1, ha_1"
export IMPL_routed_via_density=4.80
export IMPL_post_cts_setup_buffers=0
export IMPL_edf_count=0
export IMPL_sw_frac_of_total_pct=43.3
export IMPL_vdd_drop_max_mv=0.772
export IMPL_holdPathStages=2
export IMPL_comb_power_share_pct=84.6
export IMPL_clk_latency_ps=290
export IMPL_crit_fanout=5
export IMPL_clock_sinks=32
export IMPL_synth_area_per_cell_sq_um=10.4
export IMPL_drt_pre_antenna_iters=7
export IMPL_cts_tree="yes"
export IMPL_routed_wirelength_mm=8.58
export IMPL_die_area_sq_um=10900
export IMPL_cp_start_kind="primary input"
export IMPL_slew_headroom_pct=71.9
export IMPL_io_buffer_count=67
export IMPL_fmax_ghz=0.177
export IMPL_syn_to_final_growth_pct=29.2
export IMPL_fillerInstances=883
export IMPL_layout_drive_gt1_share_pct=14.2
export IMPL_globalRouteOverflowTotal=0
export IMPL_synth_warnings=1
export IMPL_clock_path_buffers=2
export IMPL_synth_cells_yosys=402
export IMPL_p_per_area_nw_per_um2=651
export IMPL_synth_area_leader_cell="fa_1"
export IMPL_antenna_found_initial=0
export IMPL_setup_tns_ps=0
export IMPL_p_int_mw=2.00
export IMPL_grt_pass1_wl_mm=15.0
export IMPL_final_area_sq_um=5420
export IMPL_pwr_share_clk_pct=5.4
export IMPL_postSynthSeqShare_pct=19.1
export IMPL_yosys_most_used_dff="dfrtp_1"
export IMPL_cts_hold_buffers=0
export IMPL_drt_iter0_drc=53
export IMPL_min_period_ps=5650
export IMPL_diodes=0
export IMPL_hp_class="reg2reg"
export IMPL_cp_end_kind="register"
export IMPL_syn_inst=402
export IMPL_place_ws_ps=-107
export IMPL_cts_buffers=5
export IMPL_final_max_slew_violation_count=0
export IMPL_worst_pin_slew_ps=422
export IMPL_vias=3092
export IMPL_rows=37
export IMPL_ios=68
export IMPL_gp_congestion=0.822
export IMPL_power_mw=3.53
export IMPL_seqCellArea_sq_um=801
export IMPL_async_flop_share_pct=100
export IMPL_ys_chip_area_sq_um=4190
export IMPL_synthesis_area_sq_um=4190
export IMPL_reg2reg_depth=17
export IMPL_warning_count=26
export IMPL_root_buffer="clkbuf_8"
export IMPL_crit_required_ps=6080
export IMPL_clock_skew_final_ps=1.38
export IMPL_period_used_pct=95.7
export IMPL_switchingPower_mw=1.53
cell usage in the layout, fill, tap and decap left out, types with 2 or more instances in the layout:
cell             synthesis  final
nand2_1                 38     38
or3_1                    2      2
a21o_1                   4      4
and2_1                  32     32
a21oi_1                  5      5
ha_1                    37     37
dfrtp_1                 32     32
a31oi_1                  2      2
nor2_1                  11     11
mux2_2                  17     17
nand4_1                  2      2
a22oi_1                  2      2
inv_1                   70     70
fa_1                    71     71
o211ai_1                 3      3
a21oi_2                  2      2
o21bai_1                 2      2
mux2i_1                 10     10
clkbuf_8                 0      7
buf_4                    0     42
xnor2_1                 19     19
nand2b_1                 3      3
o21ai_0                 18     18
clkdlybuf4s50_1          0     66
metrics by stage:
stage                     utilization (%)  hold WS (ps)  cells
after floorplan                         -           426    402
after CTS                            52.9           508    644
final                                52.9           499    644
after global placement               52.0           478    637
after global routing                 52.9           514    644
after detailed placement             52.0           492    637
registers in the layout, summed over array words and instances (netlist names):
register  flops
Cout         16
Bout          8
Aout          8
cells by family (layout without fill, tap and decap cells):
family | count (synthesis) | count (layout) | share of synthesized area (%)
buf+inv | 82 | 188 | 7.55
fa+ha+maj | 108 | 108 | 45.0
xor+xnor | 20 | 20 | 4.18
mux | 27 | 27 | 6.96
flops | 32 | 32 | 19.1
compound gates | 43 | 43 | 6.60
simple gates | 90 | 90 | 10.7
critical path: stages:
cell and delay, ps:
clkdlybuf4s50_1 590, and2_1 190, inv_1 60, fa_1 470
inv_1 50, fa_1 470, fa_1 570, fa_1 440
fa_1 480, ha_1 340, o21ai_0 110, o21bai_2 180
a21oi_2 80, xnor2_1 120, mux2_2 250, mux2_2 250
final cells by class:
type                            count  area share (%)
Clock buffer                        7            1.78
Inverter                           71            4.92
Multi-Input combinational cell    288            56.8
Sequential cell                    32            14.8
Tap cell                          136            3.14
Timing Repair Buffer              110            18.6
layer usage:
metal | global-route usage [%] | up-vias | wire length, um
li1 | - | 1467 | -
met1 | 29.0 | 1545 | 3990
met2 | 27.2 | 68 | 4080
met3 | 3.26 | 12 | 376
met4 | 2.14 | 0 | 138
met5 | 0 | - | 0
final timing paths:
path / from / to / slack [ps]
max in group asynchronous: rst_n / Bout[5]$_DFFE_PN0P_ / 4290
min in group asynchronous: rst_n / Cout[4]$_DFFE_PN0P_ / 1300
hold / removal: Bout[7]$_DFFE_PN0P_ / Bout[7]$_DFFE_PN0P_ / 500
setup / recovery: Bin[0] / Cout[9]$_DFFE_PN0P_ / 250
setup reg to reg: Cout[4]$_DFFE_PN0P_ / Cout[10]$_DFFE_PN0P_ / 1410
hold reg to reg: Bout[7]$_DFFE_PN0P_ / Bout[7]$_DFFE_PN0P_ / 500
synth_stat cells (5+ instances only):
cell      count
mux2i_1      10
inv_1        70
fa_1         71
clkbuf_1      8
ha_1         37
nand2_1      38
nor2_1       11
a21oi_1       5
mux2_2       17
and2_1       32
o21ai_0      18
dfrtp_1      32
xnor2_1      19
power groups by stage:
| stage | Sequential [mW] | Clock [mW] | Combinational (mW) |
|---|---|---|---|
| 4_1_cts | 0.357 | 0.196 | 3.05 |
| 5_1_grt | 0.363 | 0.205 | 3.46 |
| 6_report | 0.354 | 0.189 | 2.99 |
No activity file was given, so power comes from the tool's default toggle rates.
